File: design.v
module EXECUTION(
	clk,
	rst,
	DX_MemtoReg,
	DX_RegWrite,
	DX_MemRead,
	DX_MemWrite,
	DX_branch,
	ALUctr,
	NPC,
	A,
	B,
	imm,
	DX_RD,
	DX_MD,
	JT,
	DX_PC,
	DX_jump,
	XM_MemtoReg,
	XM_RegWrite,
	XM_MemRead,
	XM_MemWrite,
	XM_branch,
	ALUout,
	XM_RD,
	XM_MD,
	XM_BT
);
input clk, rst, DX_MemtoReg, DX_RegWrite, DX_MemRead, DX_MemWrite, DX_branch, DX_jump;
input [2:0] ALUctr;
input [31:0]JT, DX_PC, NPC, A, B;
input [15:0]imm;
input [4:0] DX_RD;
input [31:0] DX_MD;
output reg XM_MemtoReg, XM_RegWrite, XM_MemRead, XM_MemWrite, XM_branch;
output reg [31:0]ALUout, XM_BT;
output reg [4:0] XM_RD;
output reg [31:0] XM_MD;
always @(posedge clk or posedge rst)
begin
	if(rst) begin  
		XM_MemtoReg	<= 1'b0;
		XM_RegWrite	<= 1'b0;
		XM_MemRead 	<= 1'b0;
		XM_MemWrite	<= 1'b0;
		XM_RD 	   	<= 5'b0;
		XM_MD 	   	<= 32'b0;
		XM_branch	<= 1'b0;
		XM_BT		<=32'b0;
	end else begin
		XM_MemtoReg	<= DX_MemtoReg;
		XM_RegWrite	<= DX_RegWrite;
		XM_MemRead 	<= DX_MemRead;
		XM_MemWrite	<= DX_MemWrite;
		XM_RD 	   	<= DX_RD;
		XM_MD 	   	<= DX_MD;
	    XM_branch<=((ALUctr==5) && (A == B) && (DX_branch))? 1'b1: ((ALUctr==6) && (A != B) && (DX_branch))?1'b1:1'b0;
		XM_BT<=NPC+{ { 15{imm[15]}}, imm, 2'b0};   
	end
end
always @(posedge clk or posedge rst)
begin
   if(rst) begin
   		ALUout <= 32'b0;
   end else begin
   		case(ALUctr)
		  	3'b010:  
		     	ALUout <= A + B;
			3'b110:
				ALUout <= A - B;
			3'b101:
				ALUout <= A % B;
			3'b000:
				ALUout <= A & B;
			3'b001:
				ALUout <= A | B;
			3'b111:
				ALUout <= A - B;
			3'b100:
				ALUout <= A / B;
		endcase
   end
end
endmodule
File: constraint.sdc
current_design EXECUTION

set clk_period 1.4
set clk_io_pct 0.2

create_clock -name clk0 -period $clk_period [get_ports {clk}]

set non_clock_inputs [all_inputs -no_clocks]
set_input_delay [expr $clk_period * $clk_io_pct] -clock clk0 $non_clock_inputs
set_output_delay [expr $clk_period * $clk_io_pct] -clock clk0 [all_outputs]
File: run.sh
#!/bin/bash
# OpenROAD 26Q1-2900-gdf79404cd8, Yosys 0.63+post, stock flow scripts
make -C /OpenROAD-flow-scripts/flow DESIGN_CONFIG=/design/flow/config.mk WORK_HOME=/design/flow/orfs finish
File: config.mk
export PLATFORM = sky130hd
export DESIGN_NAME = EXECUTION
export DESIGN_NICKNAME = EXECUTION
export VERILOG_FILES = /design/flow/design.v
export SDC_FILE = /design/flow/constraint.sdc
export NUM_CORES = 4
export LEC_CHECK = 1
export CORE_UTILIZATION = 30
==> results.txt <==
Outcome = finished with violations
Violated checks = negative setup slack
Worst r2r src = ALUout[9]
And+or+nand+nor area frac = 0.2341
Mux share = 0.02534
CP arrival = 60.67 ns
Final HPWL DP = 197,300 um
Vias in the first global route = 54.30k
Area growth, synth to finish = 90.86%
Max Freq = 0.01657 GHz
Share of cells above drive strength 1 = 0.4917
Most used cell, CP = a21o_1
IO Pins = 330
Reg-to-reg critical path endpoint = ALUout[9]
Initial antenna violation count = 15
Die H = 366.9 um
Layout fillers = 11.36k
Ys flops = 106
Post-synthesis cell type count = 120
Sequential power share = 0.081
Min-delay src = imm[0]
Core box area = 131,800 um2
Row cnt = 133
P_sw = 23,350 uW
Routed length per placed instance = 22.59 um
Setup-failing EPs final = 54
Register share after synthesis = 0.06641
Final Hold Viols = 0
Slew HR = 0.4857
Slowest cell on the critical path = or4_4
Total CTS buffers = 9
H-tree depth = 3
RePlAce Congestion = 1.090
Drt initial violations = 4,549
Clock sink count = 106
Log Warnings = 157
Reg-to-reg setup timing slack = -0.13 ns
Worst IR drop on VDD = 0.0008038 V
Slew Viols, Final = 0
Worst setup EP type = register
Worst Tran Pin Value = 0.7520 ns
Buffer and inverter count on the worst path = 47
Number of cells in Yosys stat = 5,631
Gate Count Post-Synth = 5,631
TritonCTS clock tree = yes
DIE WIDTH = 366.9 um
Leakage Power = 0.03673 uW
Routed wire length = 241,500 um
DR vias/cell = 5.421
All-Layer GR Usage = 0.3486
Total of max-cap violations = 0
Antenna-violating nets left = 0
Worst Path Class, Setup = input pin to register
Fin crit period = 60.34 ns
Layout Skew = 0 ns
Root Buffer = clkbuf_16
First-pass GRT wire length = 348,600 um
AO/OA Area Share = 0.3359
Adder share = 0.2062
Gate power share = 0.863
Maximum fanout along the worst path = 10
Final period utilization = 43.10
Mean post-synth cell area = 7.094 um2
DIE AREA = 134,600 um2
Synthesis Warnings = 1
Comb area leader = AND-OR/OR-AND gates
Max incr delay on CP = 0.56 ns
Setup TNS = -1901.95 ns
Final core utilization = 0.5785
Insertion Delay late pin = 0.39 ns
Worst Setup Start Kind = input pin
I/O Buffers = 264
Fp util = 0.3031
Largest net degree at the start of global routing = 60
P per Cell Area = 664.0 nW/um2
Gr ovfl total = 0
Max clock buf depth = 2
Hold Crit Endpoint = XM_BT[2]
XOR/XNOR Area Share = 0.08880
Worst Hold Class = input pin to register
Sw frac = 0.4612
Worst Hold Path Cells = 2
Count of library flops with an enable pin = 0
Clk pwr share = 0.057
Critical path required time = 1.73 ns
CP top delay family = AND-OR/OR-AND gates
Syn Std Cell Area = 39,940 um2
RSZ-0062 raised after global routing = yes
TritonRoute pass-1 iters = 5
DRC = 0
Pint = 27,270 uW
Yosys stat area = 39,940 um2
Final setup margin = -58.94 ns
Clk slew on worst S/H paths = 0.10 ns
Ys async rst share = 1.000
Via count = 57.95k
Most common reg cell = dfrtp_1
Worst r2r path cells = 5
## cells in the mapped netlist, types with 18 or more instances
library cell / n / share of area
a22oi_1: 18 / 0.0034
nand2b_1: 57 / 0.0089
o21bai_1: 63 / 0.012
o22ai_1: 41 / 0.0064
ha_1: 652 / 0.20
xnor2_1: 256 / 0.056
dfrtp_1: 106 / 0.066
nor4_1: 38 / 0.0060
a31o_2: 24 / 0.0053
a221oi_1: 24 / 0.0053
nand4_1: 46 / 0.0072
mux2_2: 43 / 0.012
nor2b_1: 48 / 0.0075
a21oi_1: 519 / 0.065
a211oi_1: 71 / 0.013
o31ai_1: 53 / 0.010
a211o_1: 31 / 0.0068
o21a_1: 140 / 0.026
o211ai_1: 71 / 0.013
o21ai_0: 296 / 0.037
o21ai_1: 30 / 0.0038
nor3_1: 159 / 0.020
or2_2: 43 / 0.0067
o31a_1: 29 / 0.0064
or3_1: 83 / 0.013
and3_1: 63 / 0.0099
a21o_1: 203 / 0.038
inv_1: 247 / 0.023
xor2_1: 149 / 0.033
clkbuf_1: 132 / 0.012
nand2_1: 497 / 0.047
buf_1: 20 / 0.0019
a21boi_0: 23 / 0.0043
nand3_1: 135 / 0.017
a31oi_1: 76 / 0.012
and2_1: 50 / 0.0078
nor2_1: 615 / 0.058
buf_2: 37 / 0.0046
mux2i_1: 45 / 0.011
## power by group through the flow
| stage | Combinational (uW) | Sequential (uW) | Clock [uW] |
|---|---|---|---|
| CTS | 40900 | 4030 | 2880 |
| global route | 46400 | 4100 | 2990 |
| finish | 43700 | 4080 | 2870 |
## sequential cells by signal (all words and copies together), names as in the netlist
signal	count
ALUout	32
XM_BT	32
XM_MD	32
XM_RD	5
XM_MemRead	1
XM_MemWrite	1
XM_MemtoReg	1
XM_RegWrite	1
XM_branch	1
## worst register-to-register path, cell delays in order (launching register included)
cell,delay (ns)
dfrtp_1,0.39
buf_4,0.14
a21oi_1,0.18
o31ai_1,0.11
o211ai_1,0.26
o211ai_1,0.27
## kinds of logic (layout without fill, tap and decap cells)
| kind of cell | count (synthesis) | after routing |
|---|---|---|
| compound gates | 1980 | 1981 |
| xor+xnor | 405 | 405 |
| fa+ha+maj | 656 | 656 |
| buf+inv | 443 | 3744 |
| flops | 106 | 106 |
| mux | 94 | 94 |
| other cells | 0 | 3 |
| simple gates | 1947 | 1947 |
## layer usage
layer,vias to the layer above,GRT usage,wire (um)
li1,27640,-,-
met1,27570,0.5094,108800
met2,2250,0.5120,99860
met3,471,0.07419,22760
met4,20,0.1045,9896
met5,-,0,119
## per-stage QoR
stage / hold slack, ns / area [um2] / power (uW) / instances / setup slack, ns
global placement: 0.5427 / 67030 / 41610 / 10240 / -64.30
floorplan: 0.3114 / 42300 / 21440 / 5631 / -58.11
global route: 0.1055 / 76240 / 53530 / 10690 / -61.17
detailed placement: 0.5538 / 67030 / 41520 / 10240 / -64.49
finish: 0.1026 / 76240 / 50620 / 10690 / -58.94
CTS: 0.09704 / 72960 / 47770 / 10550 / -58.54
## what timing repair did
action | in CTS | in global routing
setup endpoints to repair | 164 | 71
resized | 991 | 503
gates cloned | 10 | 2
buffers inserted | 311 | 150
pin swaps | 390 | 347
hold buffers | 0 | 0
hold endpoints to repair | 0 | 0
## how the worst max path moves through the flow
stage                  from          to  slack, ns  cells past startpoint
after CTS             B[23]   ALUout[9]     -58.54                    303
after global routing  B[23]  ALUout[17]     -61.17                    312
final                 B[23]  ALUout[17]     -58.94                    311
## placed cells by master (no fill, tap or decap), types with 44 or more instances in the layout
| cell | count |
|---|---|
| xor2_1 | 148 |
| nor3_1 | 127 |
| o21ai_1 | 60 |
| o21ai_2 | 57 |
| a21oi_1 | 384 |
| nor2_2 | 46 |
| nand4_1 | 46 |
| a21o_1 | 197 |
| dlygate4sd2_1 | 90 |
| o211ai_1 | 71 |
| dfrtp_1 | 89 |
| clkdlybuf4s50_1 | 106 |
| buf_4 | 3004 |
| o21bai_1 | 61 |
| a21oi_2 | 117 |
| buf_12 | 52 |
| o21ai_0 | 197 |
| ha_1 | 519 |
| nand2b_1 | 54 |
| xnor2_1 | 246 |
| o21a_1 | 136 |
| nor2_1 | 540 |
| and3_1 | 44 |
| buf_6 | 140 |
| or3_1 | 65 |
| inv_1 | 213 |
| ha_4 | 118 |
| nand2_1 | 446 |
| a31oi_1 | 56 |
| nand3_1 | 113 |
## area by class of cell
cell class | instances | area [um2] | area share
Antenna cell | 3 | 7.507 | 0.00009847
Clock buffer | 9 | 225.2 | 0.002954
Clock inverter | 7 | 86.33 | 0.001132
Inverter | 250 | 974.7 | 0.01278
Multi-Input combinational cell | 5083 | 42100 | 0.5522
Sequential cell | 106 | 2674 | 0.03507
Tap cell | 1755 | 2196 | 0.02880
Timing Repair Buffer | 3478 | 27980 | 0.3670
Power and IR drop assume default switching activity.
